**design/flow/config.mk**
```make
export PLATFORM = sky130hd
export DESIGN_NAME = nvme_read_write_control
export DESIGN_NICKNAME = nvme_read_write_control
export VERILOG_FILES = /design/flow/design.v
export SDC_FILE = /design/flow/constraint.sdc
export NUM_CORES = 4
export LEC_CHECK = 1
export CORE_AREA = 10 10 414 414
export DIE_AREA = 0 0 424 424
```
**design/flow/constraint.sdc**
```tcl
current_design nvme_read_write_control

set clk_period 15.1
set clk_io_pct 0.2

create_clock -name clk0 -period $clk_period [get_ports {clk_in}]

set non_clock_inputs [all_inputs -no_clocks]
set_input_delay [expr $clk_period * $clk_io_pct] -clock clk0 $non_clock_inputs
set_output_delay [expr $clk_period * $clk_io_pct] -clock clk0 [all_outputs]
```
**design/flow/design.v**
```verilog
`timescale 1ns / 1ps
module nvme_read_write_control # ( 
    parameter PRPLIST_HEAP = 32'h44a0_4000 ,
    parameter BLOCK_SIZE_EXP = 16 ,
    parameter DDR_PAGE_SIZE_EXP = 12 ,
    parameter IO_SIZE = 16'h003f ,
    parameter LBA_SIZE_EXP = 9
) (
	input clk_in ,
	input resetb ,
	input init_busy ,
	input read_start ,
	output reg read_start_ack ,
	input [63:0] destLBA_in ,
	input [63:0] bytesToRead_or_Write ,
	output reg [63:0] ReadsrcLBA_out ,
	output reg NVMERead_out ,
	output reg read_done ,
	input  read_done_ack ,
	input write_start ,
	output reg write_start_ack ,
	output reg [63:0] WritedestLBA_out ,
	output reg NVMEWrite_out ,
	output reg write_done ,
	input write_done_ack ,
	output reg [63:0] prp_list_head ,
	output reg [63:0] speed_cnt ,
	output reg [31:0] speed_max ,
	output reg [31:0] speed_min ,
	output reg [31:0] speed_cnt_latch ,
	output reg flag ,
	output reg [31:0] wait_min ,
	output reg [31:0] wait_max ,
	output reg [63:0] block_cnt ,
	output reg [63:0] numLBA_out ,	
	input [15:0] io_create_queue_cnt ,
	input [15:0] io_complete_queue_cnt ,
	output reg iocq_read_start ,
	input iocq_head_done_ack ,
	input iocq_head_done ,
	input iosq_tail_done_ack ,
	input iosq_tail_done 
    );
    localparam S_IDLE = 10'b00_0000_0001 ;
    localparam S_REG_CONFIG = 10'b00_0000_0010 ;
    localparam S_GET_PAR = 10'b00_0000_0100 ;
    localparam S_GEN_PRP = 10'b00_0000_1000 ;
    localparam S_SET_PAGE = 10'b00_0001_0000 ;
    localparam S_SET_LBA = 10'b00_0010_0000 ;
    localparam S_TRANSFER_DATA = 10'b00_0100_0000 ;
    localparam S_WAIT = 10'b00_1000_0000 ;
    localparam S_PRP_DONE = 10'b01_0000_0000 ;
    localparam S_DONE = 10'b10_0000_0000 ;
    reg [9:0] next_state ;
    reg [9:0] state ;
    reg start_pulse ;
    reg [31:0] page_cnt ;
    reg  lba_cnt ;
    reg [31:0] ddr_page_num ;
    reg read_start_latch ;
    reg write_start_latch ;
    reg [63:0] numLBA ;
    reg [63:0] lbaPerBlock ;
    reg [31:0] time_cnt ;
    reg [31:0] wait_cnt ;
    reg [31:0] wait_cnt_latch ;
   always @ ( posedge clk_in )
   begin
   	if ( resetb == 1'b1 )
   		state <= S_IDLE ;
   	else
   		state <= next_state ;
   end
   always @ ( * )
   begin
   	if ( resetb == 1'b1 )
   		next_state = S_IDLE ;
   	else
   		case ( state )
   			S_IDLE :
   				begin
   					if ( start_pulse == 1'b1 )
   						next_state = S_REG_CONFIG ;
   					else
   						next_state = S_IDLE ;	
   				end
   			S_REG_CONFIG :
   				begin
   					next_state = S_GET_PAR ;
   				end
   			S_GET_PAR :
   				begin
   				   if ( ( ( bytesToRead_or_Write >> BLOCK_SIZE_EXP ) > 0 ) ) 
   			          next_state = S_TRANSFER_DATA ;
   			      else 
   					  next_state = S_DONE ;   
   				end	
   			S_SET_PAGE :
   			   begin
   			          next_state = S_TRANSFER_DATA ;
   			   end	
   			S_SET_LBA :
   			  begin
                    next_state = S_TRANSFER_DATA ;
              end   
   			S_TRANSFER_DATA :
   				begin
   					if ( ( ( io_create_queue_cnt - io_complete_queue_cnt ) >= 8'h3e ) && ( iosq_tail_done && iosq_tail_done_ack ) )
   						next_state = S_WAIT ;
   					else if ( iosq_tail_done && iosq_tail_done_ack )
   					    next_state = S_DONE ;	
   					else
   						next_state = S_TRANSFER_DATA ;
   				end
   			S_WAIT :
   				begin
   					if ( iocq_head_done && iocq_head_done_ack )
   						next_state = S_DONE ;
   					else 
   						next_state = S_WAIT ;
   				end	
   			S_DONE :
   				begin
   					if ( block_cnt < ( bytesToRead_or_Write >> BLOCK_SIZE_EXP ) )
   						next_state = S_GET_PAR ;
   					else if ( ( page_cnt < ( bytesToRead_or_Write[BLOCK_SIZE_EXP-1:0] >> DDR_PAGE_SIZE_EXP ) ) ) 
   					    next_state = S_SET_PAGE ;
   					else if ( ( bytesToRead_or_Write[DDR_PAGE_SIZE_EXP-1:0] > 0 ) && ( lba_cnt == 1'b0 ) )
   					    next_state = S_SET_LBA ;        
   					else 
   						next_state = S_IDLE ;	
   				end
   			default : ;
   		endcase
   end
   always @ ( posedge clk_in )
   begin
   		if ( resetb == 1'b1 )
   			start_pulse <= 1'b0 ;
   		else if ( ( read_start && read_start_ack ) || ( write_start && write_start_ack ) )
   			start_pulse <= 1'b1 ;
   		else 
   			start_pulse <= 1'b0 ;
   		if ( resetb == 1'b1 )
   			read_start_ack <= 1'b0 ;
   		else if ( read_start && ( next_state == S_IDLE ) && ( ~ init_busy ) )
   			read_start_ack <= 1'b1 ;
   		else
   			read_start_ack <= 1'b0 ;
   		if ( resetb == 1'b1 )
   			write_start_ack <= 1'b0 ;
   		else if ( write_start && ( next_state == S_IDLE ) && ( ~ init_busy ) )	
   			write_start_ack <= 1'b1 ;
   		else
   			write_start_ack <= 1'b0 ;
   		if ( resetb == 1'b1 )
   			write_start_latch <= 1'b0 ;
   		else if ( write_start && write_start_ack )
   			write_start_latch <= 1'b1 ;
   		else if ( ( next_state == S_IDLE ) && ( state == S_DONE ) ) 
   			write_start_latch <= 1'b0 ;	
   		if ( resetb == 1'b1 )
   			read_start_latch <= 1'b0 ;
   		else if ( read_start && read_start_ack )
   			read_start_latch <= 1'b1 ;
   		else if ( ( next_state == S_IDLE ) && ( state == S_DONE ) )  
   			read_start_latch <= 1'b0 ;		
   		if ( resetb == 1'b1 )
   			lbaPerBlock <= 64'd0 ;
   		else if ( next_state == S_GET_PAR )
   			lbaPerBlock <= ( 1 << BLOCK_SIZE_EXP ) >> LBA_SIZE_EXP ;
   		else if ( next_state == S_SET_PAGE )
   			lbaPerBlock <= ( 1 << DDR_PAGE_SIZE_EXP ) >> LBA_SIZE_EXP ; 
   		else if ( next_state == S_SET_LBA )    
   		    lbaPerBlock <= bytesToRead_or_Write[DDR_PAGE_SIZE_EXP-1:LBA_SIZE_EXP] ;	
   		if ( resetb == 1'b1 )
   		   read_done <= 1'b0 ;
   		else if ( ( next_state == S_IDLE ) && ( state == S_DONE ) && read_start_latch )
   		   read_done <= 1'b1 ;
   		else if ( read_done_ack )
   		   read_done <= 1'b0 ;
   	    if ( resetb == 1'b1 )
   		   write_done <= 1'b0 ;
   		else if ( ( next_state == S_IDLE ) && ( state == S_DONE ) && write_start_latch )
   		   write_done <= 1'b1 ;
   		else if ( write_done_ack )
   		   write_done <= 1'b0 ;	   
   		if ( resetb == 1'b1 )
   		   iocq_read_start <= 1'b0 ;
   		else if ( next_state == S_WAIT )
   		   iocq_read_start <= 1'b1 ;
   		else
   		   iocq_read_start <= 1'b0 ;
   		if ( resetb == 1'b1 )
   			block_cnt <= 32'd0 ;
   		else if ( ( next_state == S_DONE ) && ( next_state != state ) )
   			block_cnt <= block_cnt + 32'd1 ;
   		else if ( next_state == S_IDLE )
   			block_cnt <= 32'd0 ;	
   		if ( resetb == 1'b1 )
   		   page_cnt <= 32'd0 ;
   		else if ( ( next_state == S_SET_PAGE ) && ( state == S_DONE ) )
   		   page_cnt <= page_cnt + 32'd1 ;
   		else if ( state == S_IDLE )
   		   page_cnt <= 32'd0 ;
   		if ( resetb == 1'b1 )
   		   lba_cnt <= 1'b0 ;
   		else if ( ( next_state == S_SET_LBA ) && ( state == S_DONE ) )
   		   lba_cnt <= 1'b1 ;
   		else if ( state == S_IDLE )
   		   lba_cnt <= 1'b0 ;
   		if ( resetb == 1'b1 )
   			ReadsrcLBA_out <= 64'd0 ;
   		else if ( read_start && read_start_ack )
   			ReadsrcLBA_out <= destLBA_in ;
   		else if ( ( next_state != state ) && ( state == S_TRANSFER_DATA ) && ( read_start_latch ) )
   			ReadsrcLBA_out <= ReadsrcLBA_out + lbaPerBlock ;
   		if ( resetb == 1'b1 )
   			WritedestLBA_out <= 64'd0 ;
   		else if ( write_start && write_start_ack )
   			WritedestLBA_out <= destLBA_in ;
   		else if ( ( next_state != state ) && ( state == S_TRANSFER_DATA ) &&  ( write_start_latch ) )
   			WritedestLBA_out <= WritedestLBA_out + lbaPerBlock ;
   		if ( resetb == 1'b1 )
   		   numLBA_out <= 64'd0 ;
   		else if ( next_state == S_GET_PAR )
   		   numLBA_out <= ( 1 << BLOCK_SIZE_EXP ) >> LBA_SIZE_EXP ;
   		else if ( next_state == S_SET_PAGE )
   		   numLBA_out <= ( 1 << DDR_PAGE_SIZE_EXP ) >> LBA_SIZE_EXP ;
   		else if ( next_state == S_SET_LBA )
   		   numLBA_out <= bytesToRead_or_Write[DDR_PAGE_SIZE_EXP-1:LBA_SIZE_EXP] ;	            
   		if ( resetb == 1'b1 )
   		   NVMERead_out <= 1'b0 ;
   	   else if ( ( next_state == S_TRANSFER_DATA ) && ( ( state == S_GET_PAR ) || ( state == S_SET_PAGE ) || ( state == S_SET_LBA ) ) && ( read_start_latch ) )
   	      NVMERead_out <= 1'b1 ;
   	   else 
   	      NVMERead_out <= 1'b0 ;  
   	    if ( resetb == 1'b1 )
   		   NVMEWrite_out <= 1'b0 ;
   	   else if ( ( next_state == S_TRANSFER_DATA ) && ( ( state == S_GET_PAR ) || ( state == S_SET_PAGE ) || ( state == S_SET_LBA ) ) && ( write_start_latch ) )
   	      NVMEWrite_out <= 1'b1 ;
   	   else 
   	      NVMEWrite_out <= 1'b0 ;     
   		if ( resetb == 1'b1 )
   		   time_cnt <= 32'd0 ;
   		else if ( time_cnt == 32'd249_999_999 )
   		   time_cnt <= 32'd0 ;
   		else 
   		   time_cnt <= time_cnt + 32'd1 ;   
   		if ( resetb == 1'b1 )
   		   flag <= 1'b0 ;
   		else if ( time_cnt == 32'd249_999_999 )
   		   flag <= 1'b1 ;
   		else 
   		   flag <= 1'b0 ;
   		if ( resetb == 1'b1 )
   		   speed_cnt <= 64'd0 ;
   		else if ( write_start && write_start_ack ) 
   		   speed_cnt <= 64'd0 ;
   		else if ( ( next_state == S_IDLE ) && ( state == S_DONE ) )
   		   speed_cnt <= 64'd0 ;
   		else if ( next_state != S_IDLE )
   		   speed_cnt <= speed_cnt + 64'd1 ;       
   		if ( resetb == 1'b1 )
   		   speed_cnt_latch <= 32'd0 ;
   		else if ( flag == 1'b1 )
   		   speed_cnt_latch <= 32'd0 ;
   		else if ( ( next_state == S_DONE ) && ( next_state != state ) )
   		   speed_cnt_latch <= speed_cnt_latch + 32'd1 ;
   		if ( resetb == 1'b1 )
   		   speed_min <= 32'hffff_ffff ;
   		else if ( ( flag ) && ( speed_min > speed_cnt_latch ) && ( speed_cnt_latch > 32'd0 ) )
   		   speed_min <= speed_cnt_latch ;
   		if ( resetb == 1'b1 )
   		   speed_max <= 32'd0 ;
   		else if ( ( speed_max < speed_cnt_latch ) && ( flag ) )
   		   speed_max <= speed_cnt_latch ;
   		if ( resetb == 1'b1 )
   		   wait_cnt <= 32'd0 ;
   		else if ( state == S_WAIT )
   		   wait_cnt <= wait_cnt + 32'd1 ;
   		else 
   		   wait_cnt <= 32'd0 ;
   		if ( resetb == 1'b1 )
   		   wait_cnt_latch <= 32'd0 ;
   		else if ( ( next_state == S_DONE ) && ( state == S_WAIT ) )      
   			wait_cnt_latch <= wait_cnt ;
   		if ( resetb == 1'b1 )
   		   wait_max <= 32'd0 ;
   		else if ( wait_max < wait_cnt_latch )
   		   wait_max <= wait_cnt_latch ;
   		if ( resetb == 1'b1 )
   		   wait_min <= 32'hffff_ffff ;
   		else if ( ( wait_min > wait_cnt_latch ) && ( wait_cnt_latch > 32'd0 ) )
   		   wait_min <= wait_cnt_latch ; 
   		if ( resetb == 1'b1 )
   		   	prp_list_head <= 64'd0 ;
   	    else if ( ( next_state == S_GET_PAR ) && ( BLOCK_SIZE_EXP > DDR_PAGE_SIZE_EXP ) )
   	        prp_list_head <= PRPLIST_HEAP + ( ( io_create_queue_cnt & IO_SIZE ) * ( ( ( 1 << BLOCK_SIZE_EXP ) >> DDR_PAGE_SIZE_EXP ) << 3 ) ) ; 
   end
endmodule
```
**design/flow/run.sh**
```bash
#!/bin/bash
# OpenROAD 26Q1-2900-gdf79404cd8, Yosys 0.63+post, stock flow scripts
make -C /OpenROAD-flow-scripts/flow DESIGN_CONFIG=/design/flow/config.mk WORK_HOME=/design/flow/orfs finish
```
==> impl_summary.log <==
[metrics] run summary
INFO  metric synth_chip_area = 32,560 µm²
INFO  metric fin_crit = 5.555 ns
INFO  metric die-width = 424 µm
INFO  metric synth_largest_type_area_fraction = 35.41%
INFO  metric vdd_drop_max = 0.00006821 V
INFO  metric critical_path.max_fanout = 88
INFO  metric chip_area = 179,800 µm²
INFO  metric netlist_instances = 3,953
INFO  metric drt_first_pass_iters = 7
INFO  metric synth_cell_area = 32,560 µm²
INFO  metric cp_common_cell = sky130_fd_sc_hd__buf_4
INFO  metric share_seq_of_total_power = 43.9%
INFO  metric clock.fmax = 0.1800 GHz
INFO  metric io_pins = 723
INFO  metric ctsLongestPathBuffers = 3
INFO  metric yosysCellCount = 3,953
INFO  metric fp-row-count = 148
INFO  metric port-buffer-count = 610
INFO  metric cts_tree = yes
INFO  metric avg_inst_size_synth = 8.237 µm²
INFO  metric postLayoutSetupSlackWorst = 9.545 ns
INFO  metric wl_per_cell = 19.01 µm
INFO  metric cts-root-buf = sky130_fd_sc_hd__clkbuf_16
INFO  metric cts_hold_buffers = 0
INFO  metric setup.worst_path.start_class = input port
INFO  metric yosys-top-cells-area = sky130_fd_sc_hd__dfxtp_1 35%, sky130_fd_sc_hd__ha_1 8.0%, sky130_fd_sc_hd__nor2_1 6.0%
INFO  metric post-route-util = 26.53%
INFO  metric period_used_share = 36.79%
INFO  metric synth-async-reset-ratio = 0%
INFO  metric synth-seq-cells = 584
INFO  metric cts_setup_buffers = 0
INFO  metric ys.warnings.count = 1
INFO  metric sw_frac_of_total = 24.43%
INFO  metric ff_type = sky130_fd_sc_hd__dfxtp_1
INFO  metric area_growth = 32.48%
INFO  metric sequential_cell_area = 11,650 µm²
INFO  metric filler_cell_count = 17.29k
INFO  metric clk_pin_slew = 0.06 ns
INFO  metric rsz0062_at_grt = false
INFO  metric hp-class = reg -> reg
INFO  metric final_cells = 6,735
INFO  metric drt_drc_violations_left = 0
INFO  metric warnings = 27
INFO  metric top_signal_layer_used = met5
INFO  metric worst_ep_arrival_time = 6.08 ns
INFO  metric internal_power = 0.002669 W
INFO  metric drv.max_cap_violation_count = 0
INFO  metric post_cts_resize_count = 0
INFO  metric routedLengthMet1 = 50,340 µm
INFO  metric path_cells = buf_8 > buf_4 > buf_4 > buf_4 > buf_4 > nor4b_1
INFO  metric number_of_antenna_violations_at_the_first_check_in_global_routing = 17
INFO  metric setup_viol = 0
INFO  metric totalPowerFinal = 0.003532 W
INFO  metric cp_data_required_time = 15.63 ns
INFO  metric place_congestion = 0.9245
INFO  metric post_drt_via_cell_ratio = 4.569
INFO  metric layout-drive-gt1-share = 5.380%
INFO  metric via_count_of_the_first_global_routing_pass = 29.69k
INFO  metric cts-htree-levels = 3
INFO  metric fin_tns_setup = 0 ns
INFO  metric worstMarginPinSlew = 0.8634 ns
INFO  metric unclocked_regs = 8
INFO  metric dpl.hpwl = 99,720 µm
INFO  metric report.final.slew_viol_count = 0
INFO  metric antenna_left = 0
INFO  metric critical_path_class = in -> reg
INFO  metric critical_path.endpoint_type = register
INFO  metric grt_usage = 13.82%
INFO  metric slew_headroom = 42.00%
INFO  metric largest_area_cell = sky130_fd_sc_hd__dfxtp_1
INFO  metric switching_power = 0.0008627 W
INFO  metric power-per-cell-area = 81.87 nW/µm²
INFO  metric critical-path-top-delay-family = buffers and inverters
INFO  metric tritoncts.num_buffers = 71
INFO  metric static-leakage-power = 15.37 nW
INFO  metric drt-initial-drc-count = 1,955
INFO  metric endpoints_left_unconstrained = 8
INFO  metric vias = 30.77k
INFO  metric grt_start_max_net_pins = 89
INFO  metric status = complete, no violations
INFO  metric routed-wl-met3 = 8052 µm
INFO  metric synth.lib_cells_used.distinct = 84
INFO  metric die_h = 424 µm
INFO  metric core_region_area = 162,600 µm²
INFO  metric critPathMaxStageDelay = 0.64 ns
INFO  metric detailedPlace.worstSlack = 8.823 ns
INFO  metric layout.area.comb = 19,180 µm²
INFO  metric fp-utilization = 20.03%
INFO  metric worst_path_max_delay_cell = sky130_fd_sc_hd__buf_4
INFO  metric finalClockSkew = 0.05103 ns
INFO  metric placed_cell_count = 6,604
INFO  metric final_hold_viol_count = 0
INFO  metric share_clk_of_total_power = 50.5%
INFO  metric clkLatencyLatePin = 0.67 ns
INFO  metric buffer_and_inverter_tally_for_the_worst_setup_path = 5
INFO  metric grt_pass1_wl = 190,400 µm
INFO  metric grt_overflow = 0
INFO  metric route.final.wire_length = 128,100 µm
INFO  metric routed-wl-met2 = 62,700 µm
INFO  metric p_comb_share = 5.6%
INFO  metric edf_count = 0
## cells in the mapped netlist (all sizes together), types with 8 or more instances
cell,n
buf,133
nor4,108
or2,30
mux2i,72
clkbuf,159
nand4,113
ha,208
nor2b,35
nand2b,18
o21ai,93
inv,182
a21oi,174
nor4b,9
o32ai,32
nand3,197
nor2,520
and3,66
mux2,16
o21a,22
a21o,33
dfxtp,576
or3,105
xnor2,136
xor2,124
a211oi,116
nand2,295
and4,47
nor3,107
a311oi,25
o211ai,46
and2,19
or4,10
dlxtn,8
a221o,34
## cells in the final DEF (no fill, tap or decap), types with 25 or more instances in the layout
master                              n
sky130_fd_sc_hd__clkdlybuf4s50_1  609
sky130_fd_sc_hd__dfxtp_1          576
sky130_fd_sc_hd__nor2_1           520
sky130_fd_sc_hd__nand2_1          292
sky130_fd_sc_hd__ha_1             208
sky130_fd_sc_hd__nand3_1          196
sky130_fd_sc_hd__inv_1            182
sky130_fd_sc_hd__a21oi_1          172
sky130_fd_sc_hd__xnor2_1          136
sky130_fd_sc_hd__xor2_1           124
sky130_fd_sc_hd__a211oi_1         114
sky130_fd_sc_hd__nand4_1          113
sky130_fd_sc_hd__conb_1           112
sky130_fd_sc_hd__nor4_1           104
sky130_fd_sc_hd__or3_1            103
sky130_fd_sc_hd__nor3_1            98
sky130_fd_sc_hd__o21ai_0           90
sky130_fd_sc_hd__mux2i_1           72
sky130_fd_sc_hd__clkbuf_16         72
sky130_fd_sc_hd__and3_1            66
sky130_fd_sc_hd__and4_1            47
sky130_fd_sc_hd__buf_4             47
sky130_fd_sc_hd__o211ai_1          45
sky130_fd_sc_hd__nor2b_1           34
sky130_fd_sc_hd__a221o_1           34
sky130_fd_sc_hd__a21o_1            33
sky130_fd_sc_hd__o32ai_1           32
sky130_fd_sc_hd__or2_2             28
sky130_fd_sc_hd__a311oi_1          25
## layout make-up
cell class                 count  share of cell area [%]
multi-input combinational   3006                   44.46
sequential                   584                   27.01
timing repair buffer         657                   14.98
tap                         2175                   6.308
clock buffer                  95                   4.702
inverter                     182                   1.584
clock inverter                30                  0.9165
antenna                        6                 0.03480
## worst paths after layout
kind                            from             end  slack, ns  cells after the start
setup / recovery              resetb  read_start_ack       9.54                      6
hold / removal           time_cnt[0]     time_cnt[0]       0.46                      1
setup reg to reg  wait_cnt_latch[31]    wait_min[23]      11.09                     12
hold reg to reg          time_cnt[0]     time_cnt[0]       0.46                      1
## logic make-up after synthesis
logic type	after synthesis	synth area share (%)
adder cells (fa/ha/maj)	211	8.177
AND/OR/NAND/NOR	1697	26.06
XOR/XNOR	260	6.993
buffers and inverters	474	6.817
flip-flops	576	35.41
other	1	0.01152
latches	8	0.3689
multiplexers	88	2.767
AND-OR/OR-AND	638	13.39
## stage by stage
stage,hold slack [ns],instance area [µm²]
5_1_grt,0.4915,43140
6_report,0.4565,43140
3_5_place_dp,0.4487,40700
3_3_place_gp,0.4388,40700
2_1_floorplan,0.4218,32980
4_1_cts,0.4603,43120
## state kept, by name, summed over array words and instances, names as in the netlist, 64 cells and up
signal and cells:
WritedestLBA_out 64, ReadsrcLBA_out 64, block_cnt 64, speed_cnt 64
## power by group through the flow
stage,clock network [W],logic [W],registers (W)
4_1_cts,0.00184,0.000201,0.00155
5_1_grt,0.00190,0.000218,0.00155
6_report,0.00179,0.000197,0.00155
## metal layers
layer	vias to the layer above	track usage, %
li1	15060	-
met1	14570	16.56
met2	908	23.42
met3	219	3.238
met4	20	6.326
met5	-	0
Power and IR drop assume default switching activity.
