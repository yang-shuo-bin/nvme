### flow/run.sh
#!/bin/bash
# OpenROAD 26Q1-2900-gdf79404cd8, Yosys 0.63+post, stock flow scripts
make -C /OpenROAD-flow-scripts/flow DESIGN_CONFIG=/design/flow/config.mk WORK_HOME=/design/flow/orfs finish
### flow/config.mk
export PLATFORM = sky130hd
export DESIGN_NAME = check_acq_phase
export DESIGN_NICKNAME = check_acq_phase
export VERILOG_FILES = /design/flow/design.v
export SDC_FILE = /design/flow/constraint.sdc
export NUM_CORES = 4
export LEC_CHECK = 1
export CORE_AREA = 10 10 302 302
export DIE_AREA = 0 0 312 312
### flow/constraint.sdc
current_design check_acq_phase

set clk_period 6.7
set clk_io_pct 0.2

create_clock -name clk0 -period $clk_period [get_ports {clk_in}]

set non_clock_inputs [all_inputs -no_clocks]
set_input_delay [expr $clk_period * $clk_io_pct] -clock clk0 $non_clock_inputs
set_output_delay [expr $clk_period * $clk_io_pct] -clock clk0 [all_outputs]
### flow/design.v
`timescale 1ns / 1ps
module check_acq_phase#(
	parameter SQE_BASE_ADDRESS = 32'h0000_0000 ,
    parameter CQE_BASE_ADDRESS = 32'h0000_1000 ,
    parameter IOSQ_BASE_ADDRESS = 32'h0000_2000 ,
    parameter IOCQ_BASE_ADDRESS = 32'h0000_3000 
) (
	input clk_in ,
	input resetb ,
	input write_start ,
	output reg write_start_ack ,
	input read_start ,
	output reg read_start_ack ,
    input is_io_queue ,
	input [7:0] max_completion ,
	input iocq_read_start ,
	input [7:0] admin_opc ,
	input [7:0] PSDT_FUSE ,
	input [15:0] cid ,
	input [31:0] nsid ,
	input [63:0] MPTR ,
	input [63:0] PRP1 ,
	input [63:0] PRP2 ,
	input [31:0] CDW10 ,
	input [31:0] CDW11 ,
	input [31:0] CDW12 ,
	input [31:0] CDW13 ,
	input [31:0] CDW14 ,
	input [31:0] CDW15 ,
	output reg [7:0] iocq_head_cnt_out ,
	output reg [15:0] admin_create_queue_cnt ,
	output reg [15:0] io_create_queue_cnt ,
	output reg [15:0] admin_complete_queue_cnt ,
	output reg [15:0] io_complete_queue_cnt ,
  	output reg [31:0] doutb ,
	output [31:0] addrb ,
	input [31:0] dinb ,
	output [3:0] web ,
	output enb ,
	output reg [15:0] seq_tail_local ,
	input     seq_tail_done_ack ,
	output reg seq_tail_done ,
	output reg [15:0] acq_head_local_out ,
	input      acq_head_done_ack ,
	output reg acq_head_done ,
	output reg [15:0] iosq_tail_local ,
	input     iosq_tail_done_ack ,
	output reg iosq_tail_done ,
	output reg [15:0] iocq_head_local_out ,
	input      iocq_head_done_ack ,
	output reg iocq_head_done 
    );
    localparam  S_IDLE = 7'b000_0001 ;
	localparam  S_PACK_HEAD = 7'b000_0010 ;
	localparam  S_RESERVE_MODE = 7'b000_0100 ;
	localparam  S_CDW = 7'b000_1000 ;
	localparam S_READ_STATUS = 7'b001_0000 ;
	localparam S_TIME_OUT = 7'b010_0000 ;
	localparam S_ERR = 7'b100_0000 ;
	reg [6:0] state ;
	reg [6:0] next_state ;
	reg [31:0] write_addr ;
    reg read_start_d0 ;
    reg read_start_d1 ;
    reg [31:0] cnt ;
    reg read_start_pulse ;
    reg [1:0] idle_cnt ;
	reg write_start_d0 ;
	reg write_start_d1 ;
	reg write_start_pulse ;
    reg is_io_queue_d0 ;
    reg is_io_queue_d1 ;
	reg [3:0] counter ;
	reg acq_head_done_tmp ;  
    reg iocq_head_done_tmp ;  	  
	reg [7:0] seq_tail_local_d0 ;
	reg [7:0] iosq_tail_local_d0 ;
	reg rec_flag ;
	reg finish_flag ;
	reg [7:0] iocq_head_cnt ;
    reg [15:0] io_cid_last_complete ;
	reg [7:0] acq_head_local ;
    reg [7:0] acq_head_local_d0 ;
    reg [7:0] iocq_head_local ;
    reg [7:0] iocq_head_local_d0 ;
    reg [15:0] dinb_tmp ;
    reg acq_phase ;
    reg io_phase ;
    assign addrb = ( next_state != S_READ_STATUS ) ? write_addr : ( is_io_queue ) ? IOCQ_BASE_ADDRESS + ( iocq_head_local << 4 ) + 32'd12 : CQE_BASE_ADDRESS + ( acq_head_local << 4 ) + 32'd12 ;
	assign web = ( ( state != S_READ_STATUS ) && ( state != S_IDLE ) && ( state != S_TIME_OUT ) ) ? 4'hf : 4'h0 ;
    assign enb = ( ~ is_io_queue ) ? 1'b1 : ( ( state == S_IDLE ) && ( state == S_TIME_OUT ) ) ? 1'b0 : 1'b1 ;
	always @ ( posedge clk_in )
	begin
		case ( { state , counter } )
		    11'b00000010001 : doutb <= { cid , PSDT_FUSE , admin_opc } ;
		    11'b00000100001 : doutb <= nsid ;
			11'b00000100010 : doutb <= 32'd0 ;
			11'b00001000001 : doutb <= 32'd0;
			11'b00001000010 : doutb <= MPTR[31:0] ;
			11'b00001000011 : doutb <= MPTR[63:32] ;
			11'b00001000100 : doutb <= PRP1[31:0] ;
			11'b00001000101 : doutb <= PRP1[63:32] ;
			11'b00001000110 : doutb <= PRP2[31:0] ;
			11'b00001000111 : doutb <= PRP2[63:32] ;
			11'b00001001000 : doutb <= CDW10 ;
			11'b00010000001 : doutb <= CDW11 ;
			11'b00010000010 : doutb <= CDW12 ;
			11'b00010000011 : doutb <= CDW13 ;
			11'b00010000100 : doutb <= CDW14 ;
			11'b00010000101 : doutb <= CDW15 ;
			default : ;
		endcase
	end
	always @ ( posedge clk_in )
	begin
		if ( resetb == 1'b1 ) begin
			write_start_d0 <= 1'b0 ;
			write_start_d1 <= 1'b0 ;
		end
		else begin
			write_start_d0 <= write_start ;
			write_start_d1 <= write_start_d0 ;
		end
		if ( resetb == 1'b1 ) begin
		    is_io_queue_d0 <= 1'b0 ;
		    is_io_queue_d1 <= 1'b0 ;
		end
		else begin
		   is_io_queue_d0 <= is_io_queue ;
		   is_io_queue_d1 <= is_io_queue_d0 ;
		end
		if ( resetb == 1'b1 ) begin
		    read_start_d0 <= 1'b0 ;
		    read_start_d1 <= 1'b0 ;
		end
		else begin
		    read_start_d0 <= read_start ;
		    read_start_d1 <= read_start_d0 ;
		end
	end
	always @ ( posedge clk_in )
	begin
		if ( resetb == 1'b1 ) 
			state <= S_IDLE ;
		else	
			state <= next_state ;
	end
	always @ ( * )
	begin
		if ( resetb == 1'b1 ) begin
			next_state = S_IDLE ;
		end
		else begin
			case ( state )
				S_IDLE :
					begin
						if ( write_start_pulse == 1'b1 )
							next_state = S_PACK_HEAD ;
					   else if ( ( iocq_head_cnt < max_completion ) && ( ~ finish_flag ) && ( iocq_read_start ) && ( idle_cnt == 2'd3 ) )
					   		next_state = S_READ_STATUS ;
					   else if ( read_start_pulse == 1'b1 )
					       next_state = S_READ_STATUS ;
						else
							next_state = S_IDLE ;
					end
				S_PACK_HEAD :
					begin
						if ( counter == 4'd2 )
							next_state = S_RESERVE_MODE ;
						else
							next_state = S_PACK_HEAD ;
					end
				S_RESERVE_MODE :
					begin
						if ( counter == 4'd8 )
							next_state = S_CDW ;
						else
							next_state = S_RESERVE_MODE ;
					end
				S_CDW :
					begin
						if ( counter == 4'd6 )
							next_state = S_IDLE ;
						else 
							next_state = S_CDW ;	
					end
			   S_READ_STATUS :
			      begin
			          if ( rec_flag  )
			             next_state = S_IDLE ;
			          else if ( ( cnt == 32'd5 ) && is_io_queue )
			             next_state = S_TIME_OUT ;
			          else if ( cnt == 32'd249_999_99 )
			             next_state = S_ERR ;
			          else
			             next_state = S_READ_STATUS ;
			      end
			   S_ERR :
			     begin
			         next_state = S_ERR ;
			     end
			   S_TIME_OUT :
			     begin
			         next_state = S_IDLE ;
			     end   
				default : ;
			endcase
		end
	end
	always @ ( posedge clk_in )
	begin
		if ( resetb == 1'b1 )
			write_start_pulse <= 1'b0 ;
		else if ( ( write_start == 1'b1 ) && ( write_start_ack == 1'b1 ) )
			write_start_pulse <= 1'b1 ;
		else	
			write_start_pulse <= 1'b0 ;
        if ( resetb == 1'b1 )
            write_start_ack <= 1'b0 ;
        else if ( ( write_start == 1'b1 ) && ( next_state == S_IDLE ) )
            write_start_ack <= 1'b1 ;
        else if ( write_start == 1'b0 )
            write_start_ack <= 1'b0 ;
       if ( resetb == 1'b1 )
            read_start_pulse <= 1'b0 ;
       else if ( ( read_start == 1'b1 ) && ( read_start_ack == 1'b1 ) )
            read_start_pulse <= 1'b1 ;
       else
            read_start_pulse <= 1'b0 ; 
        if ( resetb == 1'b1 )
            read_start_ack <= 1'b0 ;
        else if ( ( read_start == 1'b1 ) && ( next_state == S_IDLE ) )
            read_start_ack <= 1'b1 ;
         else 
            read_start_ack <= 1'b0 ;
		if ( resetb == 1'b1 )
			counter <= 4'd1 ;
		else if ( ( next_state != state ) && ( next_state != S_READ_STATUS ) )
			counter <= 4'd1 ;
		else if ( ( next_state != S_IDLE ) && ( next_state != S_READ_STATUS ) )
			counter <= counter + 4'd1 ;
        if ( resetb == 1'b1 )
            idle_cnt <= 2'b00 ;
        else if ( state == S_IDLE  )
            idle_cnt <= idle_cnt + 2'b01 ;
        else 
            idle_cnt <= 2'b00 ;    
        if ( resetb == 1'b1 )
            cnt <= 32'd0 ;
        else if ( next_state == S_READ_STATUS )
            cnt <= cnt + 32'd1 ;
        else
            cnt <= 32'd0 ;
		if ( resetb == 1'b1 )
			seq_tail_local <= 4'h0 ;
		else if ( ( next_state == S_IDLE ) && ( state == S_CDW ) && ( ~ is_io_queue ) )
			if ( seq_tail_local == 8'h0f )
				seq_tail_local <= 8'h0 ;
			else
				seq_tail_local <= seq_tail_local + 8'h1 ;
		if ( resetb == 1'b1 )
			seq_tail_local_d0 <= 4'h0 ;
		else 
			seq_tail_local_d0 <= seq_tail_local ;
       if ( resetb == 1'b1 )
			iosq_tail_local <= 4'h0 ;
		else if ( ( next_state == S_IDLE ) && ( state == S_CDW ) && ( is_io_queue ) )
			if ( iosq_tail_local == 8'h3f )
				iosq_tail_local <= 8'h0 ;
			else
				iosq_tail_local <= iosq_tail_local + 8'h1 ;
		if ( resetb == 1'b1 )
			iosq_tail_local_d0 <= 4'h0 ;
		else 
			iosq_tail_local_d0 <= iosq_tail_local ;
		if ( resetb == 1'b1 )
			write_addr <= SQE_BASE_ADDRESS ;
        else if ( is_io_queue_d0 && ( ~ is_io_queue_d1 ) )	
            write_addr <= IOSQ_BASE_ADDRESS ;
        else if ( ( ~ is_io_queue_d0 ) && is_io_queue_d1 )
            write_addr <= SQE_BASE_ADDRESS ;  
        else if ( ( seq_tail_local == 8'h0 ) && ( seq_tail_local_d0 == 8'h0f ) )
			write_addr <= SQE_BASE_ADDRESS ;
        else if ( ( iosq_tail_local == 8'h0 ) && ( iosq_tail_local_d0 == 8'h3f ) )
			write_addr <= IOSQ_BASE_ADDRESS ;	    
		else if ( ( state != S_IDLE ) && ( state != S_READ_STATUS ) && ( state != S_TIME_OUT ) && ( state != S_ERR ) )
			write_addr <= write_addr + 32'd4 ;
	  if ( resetb == 1'b1 )
	       admin_create_queue_cnt <= 16'd0 ;
	  else if ( seq_tail_done_ack && seq_tail_done )
	       admin_create_queue_cnt <= admin_create_queue_cnt + 16'd1 ;	
	  if ( resetb == 1'b1 )
	       io_create_queue_cnt <= 16'd0 ;
	  else if ( iosq_tail_done_ack && iosq_tail_done )
	       io_create_queue_cnt <= io_create_queue_cnt + 16'd1 ;	    
	   if ( resetb == 1'b1 )
	       seq_tail_done <= 1'b0 ;	  
	   else if ( ( next_state == S_IDLE ) && ( state == S_CDW ) && ( ~ is_io_queue ) )		
	       seq_tail_done <= 1'b1 ;
	   else  if ( seq_tail_done_ack )
	       seq_tail_done <= 1'b0 ;
	   	if ( resetb == 1'b1 )
	       iosq_tail_done <= 1'b0 ;	  
	   else if ( ( next_state == S_IDLE ) && ( state == S_CDW ) && ( is_io_queue ) )		
	       iosq_tail_done <= 1'b1 ;
	   else  if ( iosq_tail_done_ack )
	       iosq_tail_done <= 1'b0 ;   
	end
    always @ ( posedge clk_in )
    begin
    	if ( resetb == 1'b1 )
    		acq_head_local <= 8'd0 ;
    	else if ( ( rec_flag ) && ( state == S_READ_STATUS ) && ( ~ is_io_queue ) )
			if ( acq_head_local == 8'h0f )
				acq_head_local <= 8'd0 ;
			else
    			acq_head_local <= acq_head_local + 8'd1 ;
    	if ( resetb == 1'b1 )
    	   acq_head_local_d0 <= 4'd0 ;
    	else 
    	   acq_head_local_d0 <= acq_head_local ;	
		if ( resetb == 1'b1 )
			iocq_head_cnt <= 8'd0 ;
	   else if ( iocq_head_done_tmp )
		    iocq_head_cnt <= 8'd0 ;		
		else if ( ( next_state == S_IDLE ) && ( state == S_READ_STATUS ) && is_io_queue )
			iocq_head_cnt <= iocq_head_cnt + 8'd1 ;
        if ( resetb == 1'b1 )
            iocq_head_cnt_out <= 8'd0 ;
         else if ( ( iocq_head_done_tmp ) && ( iocq_head_cnt > 8'd0 ) )
            iocq_head_cnt_out <= iocq_head_cnt ;
		if ( resetb == 1'b1 )
			finish_flag <= 1'b0 ;
		else if ( iocq_head_done_tmp )
		   finish_flag <= 1'b1 ;
		else if ( ( next_state == S_TIME_OUT ) && ( state == S_READ_STATUS ) && ( iocq_head_cnt > 8'd0 ) )
			finish_flag <= 1'b1 ;
		else if ( ( next_state == S_PACK_HEAD ) && ( state == S_IDLE ) && ( is_io_queue ) )
			finish_flag <= 1'b0 ;
    	if ( resetb == 1'b1 )
    		iocq_head_local <= 8'd0 ;
    	else if ( ( rec_flag ) && ( state == S_READ_STATUS ) && is_io_queue )
			if ( iocq_head_local == 8'h3f )
				iocq_head_local <= 8'd0 ;
			else
    			iocq_head_local <= iocq_head_local + 8'd1 ;
    	if ( resetb == 1'b1 )
    	   iocq_head_local_d0 <= 4'd0 ;
    	else 
    	   iocq_head_local_d0 <= iocq_head_local ;   
    	if ( resetb == 1'b1 )
    	   dinb_tmp <= 16'd0 ;
    	else if ( state == S_READ_STATUS )
    	   dinb_tmp <= dinb[31:16] ;
    	else if ( ~ is_io_queue )
    	   dinb_tmp <= {15'd0,acq_phase} ;
       else 
           dinb_tmp <= {15'd0,io_phase} ;
    	if ( resetb == 1'b1 )
    	   rec_flag <= 1'b0 ;
    	else if ( ( state == S_READ_STATUS ) && ( dinb_tmp == { 15'd0, ( ~ io_phase ) } ) && ( is_io_queue ) && ( rec_flag == 1'b0 ) )
    	   rec_flag <= 1'b1 ;
    	else if ( ( state == S_READ_STATUS ) && ( dinb_tmp == { 15'd0, ( ~ acq_phase ) } ) && ( ~ is_io_queue ) && ( rec_flag == 1'b0 ) )
    	   rec_flag <= 1'b1 ;   
    	else if ( state != S_READ_STATUS ) 
    	   rec_flag <= 1'b0 ;   
    	if ( resetb == 1'b1 )
    	   acq_phase <= 1'b0 ;
    	else if ( ( acq_head_local == 8'h0 ) && ( acq_head_local_d0 == 8'h0f ) && ( ~ is_io_queue ) )
    	   acq_phase <= ~ acq_phase ;	   
        if ( resetb == 1'b1 )
    	   io_phase <= 1'b0 ;
    	else if ( ( iocq_head_local == 8'h0 ) && ( iocq_head_local_d0 == 8'h3f ) && ( is_io_queue ) )
    	   io_phase <= ~ io_phase ;	   	   
    	if ( resetb == 1'b1 )
    	   admin_complete_queue_cnt <= 16'd0 ;
    	else if ( acq_head_done_ack && acq_head_done )
    	   admin_complete_queue_cnt <= admin_complete_queue_cnt + 16'd1 ;
    	if ( resetb == 1'b1 )
    		acq_head_done_tmp <= 1'b0 ;
    	else if ( rec_flag && ( state == S_READ_STATUS ) && ( ~ is_io_queue ) )
    		acq_head_done_tmp <= 1'b1 ;
    	else 
    		acq_head_done_tmp <= 1'b0 ;	
    	if ( resetb == 1'b1 )
    	   	io_cid_last_complete <= 16'd0 ;
    	else if ( rec_flag && ( state == S_READ_STATUS ) && is_io_queue )  
    	   	io_cid_last_complete <= dinb[15:0] ;
        if ( resetb == 1'b1 )
            acq_head_done <= 1'b0 ;
        else if ( acq_head_done_tmp == 1'b1 )
            acq_head_done <= 1'b1 ;
        else if ( acq_head_done_ack == 1'b1 )
            acq_head_done <= 1'b0 ;
        if ( resetb == 1'b1 )
            acq_head_local_out <= 4'h0 ;
        else if ( acq_head_done_tmp )
            acq_head_local_out <= acq_head_local ;   	
        if ( resetb == 1'b1 )
    	   io_complete_queue_cnt <= 16'd0 ;
    	else if ( iocq_head_done_tmp )
    	   io_complete_queue_cnt <= io_complete_queue_cnt + iocq_head_cnt ;
    	if ( resetb == 1'b1 )
    		iocq_head_done_tmp <= 1'b0 ;
    	else if ( ( next_state == S_IDLE ) && ( state == S_TIME_OUT ) && ( iocq_head_cnt != 8'd0 ) )
    		iocq_head_done_tmp <= 1'b1 ;
    	else if ( ( next_state == S_IDLE ) && ( iocq_head_cnt == max_completion ) )	
    	   iocq_head_done_tmp <= 1'b1 ;
    	else 
    		iocq_head_done_tmp <= 1'b0 ;		
        if ( resetb == 1'b1 )
            iocq_head_done <= 1'b0 ;
        else if ( iocq_head_done_tmp == 1'b1 )
            iocq_head_done <= 1'b1 ;
        else if ( iocq_head_done_ack == 1'b1 )
            iocq_head_done <= 1'b0 ;
        if ( resetb == 1'b1 )
            iocq_head_local_out <= 4'h0 ;
        else if ( iocq_head_done_tmp )
            iocq_head_local_out <= iocq_head_local ;   	     	
    end
endmodule
==> CHANGELOG.md <==
### Implementation results

* Cells after Synth at 2182
* Internal Power at 3590 uW
* Switching share of total power at 23.3%
* IO Count at 709
* Period minus WS final at 4.53 ns
* Ys flop type: dfxtp_1
* Die Span Y at 312 um
* Initial Util at 21.5%
* Register pins left without a clock at 7
* Worst Skew at 0.0324 ns
* Gr usage total at 21.0%
* H-tree levels at 2
* Cell family with most CP delay: buffers and inverters
* Crit-path slowest cell: clkdlybuf4s50_1
* Net Sw Power at 1090 uW
* Post-route clock period utilization at 67.6%
* Endpoints left unconstrained at 7
* Clock power share at 48.9%
* RSZ-0062 raised after global routing: false
* Synth warn at 1
* CTS tree: built
* Ys async rst share at 0%
* Latency at later pin at 0.58 ns
* Overall via count from detail_route at 19997
* Mean Syn Cell Area at 8.38 um^2
* Critical path type: in2out
* CP endpoint kind: output pin
* Routed wire length at 106000 um
* Global-route wire length before repair at 147000 um
* DRC viols at 0
* Largest net degree at the start of global routing at 60
* Design Area, Final at 27800 um^2
* Final hold violations at 0
* Seq pwr share at 41.3%
* WP buf/inv at 3
* Initial antenna violation count at 41
* Max Cap Viol at 0
* DRT iter0 DRCs at 1432
* # setup viols final at 0
* Row count at 107
* Post-Synthesis Cell Area at 18300 um^2
* CP startpoint kind: primary input
* Post-CTS resize count at 0
* Setup bufs post-CTS at 0
* Root Driver: clkbuf_16
* Worst-margin pin slew at 0.958 ns
* P_leak at 0.00930 uW
* Outcome: finished, final reports clean
* WL/cell at 26.5 um
* Chip area at 97300 um^2
* Area of placed instances at 26300 um^2
* Slew Limit Fails at 0
* Cells in synth_stat.txt at 2182
* Worst path required time at 5.36 ns
* HP Class: reg2reg
* PD cells at 168 nW/um^2
* Gp weighted congestion at 0.973
* Die width at 312 um
* Num CTS Buffers at 41
* Crit path max fanout at 27
* TritonRoute pass-1 iters at 8
* Synth flops at 322
* Buffers on Ports at 673
* Largest stage delay on the critical path at 0.54 ns
* Slew headroom at 35.9%
* CP Cell Sequence: buf_2, buf_4, mux2i_1, o21ai_0, clkdlybuf4s50_1
* Vias in the first global route at 19347
* Tool Warnings at 51
* EDFF count, synth at 32
* Dpl hpwl at 83100 um
* Yosys Chip Area at 18300 um^2
* Layout area overhead at 51.9%
* Share of cells above drive strength 1 at 6.65%
* Post-synthesis cell type count at 91
* Dominant logic cell type in the layout: clkdlybuf4s50_1
* Most frequent cells in the layout: clkdlybuf4s50_1, dfxtp_1, nor2_1, nand2_1, nand3_1
* Logic pwr share at 9.8%
* CORE AREA at 84900 um^2
* Post-Route Setup TNS at 0 ns
* Clock transition at path regs at 0.06 ns
* Vias/cell at 5.01
* Grt ovf at 0
* Hold_buf cts at 0
* Peak supply drop at 0.182 mV
* Routed Antenna Nets at 0
* Fmax at 221 MHz
* Critical path data arrival time at 3.19 ns
* Max Buffers Root-to-Sink at 3
==> final timing paths <==
kind | start | end | slack (ns) | cells after the start
worst max-delay path | is_io_queue | addrb[6] | 2.17 | 5
worst min-delay path | idle_cnt[0]$_SDFF_PP0_ | idle_cnt[0]$_SDFF_PP0_ | 0.43 | 1
worst max register to register | counter[0]$_SDFFE_PP1P_ | doutb[2]$_DFFE_PP_ | 2.97 | 10
worst min register to register | idle_cnt[0]$_SDFF_PP0_ | idle_cnt[0]$_SDFF_PP0_ | 0.43 | 1
==> worst reg2reg max path, delay by kind of cell, from the launching register on <==
kind | cells | cell delay (ns)
buf+inv | 4 | 1.04
fa+ha+maj | 1 | 0.20
flops | 1 | 0.41
compound gates | 3 | 0.51
simple gates | 2 | 1.25
==> stage by stage <==
stage | hold WS, ns | util [%] | std cells | total power [uW] | setup slack [ns]
global route | 0.470 | 32.7 | 3991 | 4850 | 2.05
global placement | 0.428 | 31.0 | 3897 | 2430 | 2.12
finish | 0.435 | 32.7 | 3995 | 4680 | 2.17
floorplan | 0.408 | - | 2199 | 2060 | 2.65
detailed placement | 0.434 | 31.0 | 3897 | 2430 | 2.11
CTS | 0.443 | 32.7 | 3970 | 4760 | 2.10
==> registers in the layout, indices dropped and copies added (netlist names), 16 cells and up <==
register,flops
admin_complete_queue_cnt,16
admin_create_queue_cnt,16
cnt,32
dinb_tmp,16
doutb,32
io_complete_queue_cnt,16
io_create_queue_cnt,16
iosq_tail_local,16
seq_tail_local,16
write_addr,30
==> kinds of logic after synthesis <==
| kind of cell | synth area share (%) |
|---|---|
| AND-OR/OR-AND | 18.7 |
| XOR/XNOR | 6.42 |
| adder cells (fa/ha/maj) | 2.78 |
| buffers and inverters | 5.65 |
| flip-flops | 36.2 |
| latches | 0.575 |
| multiplexers | 2.63 |
| other | 0.0411 |
| AND/OR/NAND/NOR | 26.9 |
==> Yosys cell counts (15+ instances only) <==
library cell / instances / area [um^2]
dfxtp_1: 283 / 5670
nor2_1: 225 / 845
clkbuf_1: 124 / 465
nand2_1: 122 / 458
nand3_1: 103 / 515
a21oi_1: 91 / 455
a22oi_1: 82 / 616
o21ai_0: 72 / 360
xnor2_1: 72 / 631
xor2_1: 62 / 543
nor3_1: 61 / 305
nand4_1: 60 / 375
inv_1: 55 / 206
and3_1: 52 / 325
nor4_1: 50 / 313
nor2b_1: 43 / 269
ha_1: 39 / 488
mux2i_1: 38 / 380
or3_1: 37 / 231
and2_1: 33 / 206
edfxtp_1: 32 / 961
a31oi_1: 29 / 181
a222oi_1: 22 / 220
buf_4: 22 / 165
a32oi_1: 19 / 166
and4_1: 19 / 166
buf_2: 19 / 95.1
or4_1: 19 / 143
a221oi_1: 18 / 158
buf_1: 18 / 67.6
nand2b_1: 17 / 106
a22o_1: 16 / 140
nor4b_1: 16 / 140
o31ai_1: 16 / 120
o22ai_1: 15 / 93.8
==> layer usage <==
metal	wire, um	vias up	GRT usage (%)
li1	-	9363	-
met4	5610	12	9.72
met1	39300	9614	24.1
met5	75	-	0
met2	53100	802	36.5
met3	7630	206	5.21
==> cell type report <==
type	count	area, um^2
Inverter	55	206
Timing Repair Buffer	740	7240
Tap cell	1144	1430
Clock buffer	53	1160
Fill cell	8767	57100
Clock inverter	20	250
Antenna cell	25	62.6
Sequential cell	322	6740
Multi-Input combinational cell	1636	10700
==> power by group through the flow <==
stage     Combinational [uW]  Sequential [uW]  Clock (uW)
5_1_grt                  482             1930        2440
4_1_cts                  460             1930        2370
6_report                 457             1930        2290
Power and IR drop assume default switching activity.
