==> ./design.v <==
`timescale 1ns / 1ps
module nvme_control # ( 
	parameter IDENTIFY_CONTROLLER = 32'd1 ,
	parameter IDENTIFY_NAMESPACE_0 = 32'd2 ,
	parameter IDENTIFY_NAMESPACE_1 = 32'd3 ,
	parameter CREATE_IO_QUEUES_0 = 32'd4 ,
	parameter CREATE_IO_QUEUES_1 = 32'd5 ,
	parameter IO_SIZE = 16'h003f ,
	parameter IOSQ_ADDR = 32'ha010_2000 ,
	parameter IOCQ_ADDR = 32'ha010_3000 ,
	parameter idController_ADDR = 32'ha010_4000 ,
	parameter idNamespace_ADDR = 32'ha010_5000 
) (
	input clk_in ,
	input resetb ,
	input [31:0] nsid_in ,
	input  IsTrim_in ,
	output reg IsTrim_ack ,
	input  GetSMARTHealth_in ,
	output reg GetSMARTHealth_ack ,
	input  IsFlush_in ,
	output reg IsFlush_ack ,
	input  NVMERead ,
	input  NVMEWrite ,
	input  [63:0]numLBA ,
	input is_io_queue ,
	output reg [7:0] admin_opc ,
	output  [7:0] PSDT_FUSE ,
	output reg [15:0] cid ,
	output reg [31:0] nsid ,
	output  [63:0] MPTR ,
	output reg [63:0] PRP1 ,
	output reg [63:0] PRP2 ,
	output reg [31:0] CDW10 ,
	output reg [31:0] CDW11 ,
	output reg [31:0] CDW12 ,
	output  [31:0] CDW13 ,
	output  [31:0] CDW14 ,
	output  [31:0] CDW15 ,
	input [63:0]WRITE_ADDR ,
	input [63:0]READ_ADDR ,
	input [63:0]PRP_LIST ,
	input [63:0]ReadsrcLBA ,
	input [63:0]WritedestLBA ,
	input [15:0]admin_create_queue_cnt ,
	input [15:0]admin_complete_queue_cnt ,
	input [15:0]io_create_queue_cnt ,
	input [15:0]io_complete_queue_cnt ,
	input write_start_ack ,
	output reg write_start ,
	input read_start_ack ,
	output reg read_start ,
	input init_finish ,
	input [31:0] config_data ,
	input  seq_tail_done_ack ,
	input seq_tail_done ,
	input acq_head_done_ack ,
	input acq_head_done ,
	input iosq_tail_done_ack ,
	input iosq_tail_done ,
	input iocq_head_done_ack ,
	input iocq_head_done
    );
    localparam S_IDLE = 12'b0000_0000_0001 ;
    localparam S_NVME_INIT_WRITE = 12'b0000_0000_0010 ;
    localparam S_NVME_INIT_READ = 12'b0000_0000_0100 ;
    localparam S_WAIT = 12'b0000_0000_1000 ;
    localparam S_IsTrim = 12'b0000_0001_0000 ;
    localparam S_GetSMARTHealth = 12'b0000_0010_0000 ;
    localparam S_IsFlush = 12'b0000_0100_0000 ;
    localparam S_NVME_READ = 12'b0000_1000_0000 ;
    localparam S_NVME_WRITE = 12'b0001_0000_0000 ;
    localparam S_READ_STATUS = 12'b0010_0000_0000 ;
    localparam S_READ_GetSMARTHealth = 12'b0100_0000_0000 ;
    localparam S_BLOCK_STATUS = 12'b1000_0000_0000 ;
    localparam iosq = IOSQ_ADDR ;
    localparam iocq = IOCQ_ADDR ;
    localparam idController = idController_ADDR ;
    localparam idNamespace = idNamespace_ADDR ;
    localparam logSMARTHealth = 32'ha0106000 ;
    localparam dsmRange = 32'h10008000 ;
    reg [11:0] next_state ;
    reg [11:0] state ;
    reg [31:0] config_data_d0 ;
    reg [31:0] config_data_d1 ;
    reg config_data_pulse ;
    reg IsTrim_d0 ;
    reg IsTrim_d1 ;
    reg IsTrim_pulse ;
    reg GetSMARTHealth_d0 ;
    reg GetSMARTHealth_d1 ;
    reg GetSMARTHealth_pulse ;
    reg IsFlush_d0 ;
    reg IsFlush_d1 ;
    reg IsFlush_pulse ;
    reg NVMERead_d0 ;
    reg NVMERead_d1 ;
    reg NVMERead_pulse ;
    reg NVMEWrite_d0 ;
    reg NVMEWrite_d1 ;
    reg NVMEWrite_pulse ;
    assign PSDT_FUSE = 8'd0 ;
    assign MPTR = 64'd0 ;
    assign CDW13 = 32'd0 ;
    assign CDW14 = 32'd0 ;
    assign CDW15 = 32'd0 ;
    always @ ( posedge clk_in )
    begin
    	if ( resetb == 1'b1 ) begin
    		config_data_d0 <= 32'd0 ;
    		config_data_d1 <= 32'd0 ;
    	end
    	else begin 
    		config_data_d0 <= config_data ;
    		config_data_d1 <= config_data_d0 ;	
    	end
    	if ( resetb == 1'b1 ) begin
    		NVMERead_d0 <= 1'b0 ;
    		NVMERead_d1 <= 1'b0 ;
    	end
    	else begin
    		NVMERead_d0 <= NVMERead ;
    		NVMERead_d1 <= NVMERead_d0 ;
    	end
        if ( resetb == 1'b1 ) begin
    		NVMEWrite_d0 <= 1'b0 ;
    		NVMEWrite_d1 <= 1'b0 ;
    	end
    	else begin
    		NVMEWrite_d0 <= NVMEWrite ;
    		NVMEWrite_d1 <= NVMEWrite_d0 ;
    	end
    end
    always @ ( posedge clk_in )
    begin
    	if ( resetb == 1'b1 )
    		state <= S_IDLE ;
    	else 
    		state <= next_state ;
    end
    always @ ( * )
    begin
    	if ( resetb == 1'b1 )
    		next_state = S_IDLE ;
    	else
    		case ( state )
    			S_IDLE :
    				begin
    					if ( init_finish )
    						next_state = S_WAIT ;
    					else if ( config_data_pulse )
    						next_state = S_NVME_INIT_WRITE ;
    					else 
    						next_state = S_IDLE ;
    				end
    			S_NVME_INIT_WRITE :	
    				begin
    					if ( seq_tail_done_ack && seq_tail_done )
    						next_state = S_NVME_INIT_READ ;
    					else
    						next_state = S_NVME_INIT_WRITE ;
    				end
    			S_NVME_INIT_READ :
    				begin
    					if ( acq_head_done_ack && acq_head_done )
    						next_state = S_IDLE ;
    					else 
    						next_state = S_NVME_INIT_READ ;
    				end
    			S_WAIT :
    				begin
    					if ( IsTrim_pulse ) 
    						next_state = S_IsTrim ;
    					else if ( GetSMARTHealth_pulse )
    						next_state = S_GetSMARTHealth ;
    					else if ( IsFlush_pulse )
    						next_state = S_IsFlush ;
    					else if ( NVMERead_pulse )
    						next_state = S_NVME_READ ;
    					else if ( NVMEWrite_pulse )
    						next_state = S_NVME_WRITE ;
    					else
    						next_state = S_WAIT ;
    				end
    			S_IsTrim :
    				begin
    					if ( iosq_tail_done_ack && iosq_tail_done )
    						next_state = S_READ_STATUS ;
    					else
    						next_state = S_IsTrim ;
    				end
    			S_GetSMARTHealth :
    				begin
    					if ( seq_tail_done_ack && seq_tail_done )
    						next_state = S_READ_GetSMARTHealth ;
    					else 
    						next_state = S_GetSMARTHealth ;
    				end	
    			S_READ_GetSMARTHealth :
    		        begin
    					if ( acq_head_done_ack && acq_head_done )
    						next_state = S_WAIT ;
    					else
    						next_state = S_READ_GetSMARTHealth ;
    				end
    			 S_IsFlush :
    				begin
    					if ( iosq_tail_done_ack && iosq_tail_done )
    						next_state = S_READ_STATUS ;
    					else 
    						next_state = S_IsFlush ;
    				end
    			 S_NVME_READ :
    				begin
    					if ( iosq_tail_done && iosq_tail_done_ack )
    					   next_state = S_BLOCK_STATUS ;	
    					else 
    						next_state = S_NVME_READ ;
    				end
    			  S_NVME_WRITE :
    				begin
    					if ( iosq_tail_done && iosq_tail_done_ack )
    					   next_state = S_BLOCK_STATUS ;		
    					else 
    						next_state = S_NVME_WRITE ;
    				end	
    			S_BLOCK_STATUS :
    			     begin
    			         if ( iocq_head_done_ack && iocq_head_done )
    			             next_state = S_WAIT ;
    			         else if ( NVMERead_pulse )
    			             next_state = S_NVME_READ ;
    			         else if ( NVMEWrite_pulse )
    			             next_state = S_NVME_WRITE ;
    			         else
    			             next_state = S_BLOCK_STATUS ;
    			     end	
    			S_READ_STATUS :
    				begin
    					if ( iocq_head_done_ack && iocq_head_done )
    						next_state = S_WAIT ;
    					else
    						next_state = S_READ_STATUS ;
    				end
    			default : next_state = S_IDLE ;
    		endcase
    end
    always @ ( posedge clk_in )
    begin
    	if ( resetb == 1'b1 )
    		config_data_pulse <= 1'b0 ;
    	else if ( config_data_d0 != config_data_d1 )
    		config_data_pulse <= 1'b1 ;
    	else
    		config_data_pulse <= 1'b0 ;
    	if ( resetb == 1'b1 )
    	   IsTrim_ack <= 1'b0 ;
       else if ( ( IsTrim_in == 1'b1 ) && ( next_state == S_WAIT ) )
    	   IsTrim_ack <= 1'b1 ;
       else if ( IsTrim_in == 1'b0 )
          IsTrim_ack <= 1'b0 ; 
    	if ( resetb == 1'b1 )
    		IsTrim_pulse <= 1'b0 ;
    	else if ( ( IsTrim_in == 1'b1 ) && ( IsTrim_ack == 1'b1 ) )
    		IsTrim_pulse <= 1'b1 ;
    	else
    		IsTrim_pulse <= 1'b0 ;
      if ( resetb == 1'b1 )
    	   GetSMARTHealth_ack <= 1'b0 ;
       else if ( ( GetSMARTHealth_in == 1'b1 ) && ( next_state == S_WAIT ) )
    	   GetSMARTHealth_ack <= 1'b1 ;
       else if ( GetSMARTHealth_in == 1'b0 )
          GetSMARTHealth_ack <= 1'b0 ; 	
    	if ( resetb == 1'b1 )
    		GetSMARTHealth_pulse <= 1'b0 ;
    	else if ( ( GetSMARTHealth_in == 1'b1 ) && ( GetSMARTHealth_ack == 1'b1 ) )
    		GetSMARTHealth_pulse <= 1'b1 ;
    	else
    		GetSMARTHealth_pulse <= 1'b0 ;
    	if ( resetb == 1'b1 )
    	   IsFlush_ack <= 1'b0 ;
       else if ( ( IsFlush_in == 1'b1 ) && ( next_state == S_WAIT ) )
    	   IsFlush_ack <= 1'b1 ;
       else if ( IsFlush_in == 1'b0 )
          IsFlush_ack <= 1'b0 ; 	
    	if ( resetb == 1'b1 )
    		IsFlush_pulse <= 1'b0 ;
    	else if ( ( IsFlush_in == 1'b1 ) && ( IsFlush_ack == 1'b1 ) )
    		IsFlush_pulse <= 1'b1 ;
    	else 
    		IsFlush_pulse <= 1'b0 ;
    	if ( resetb == 1'b1 )
    		NVMERead_pulse <= 1'b0 ;
    	else if ( ( NVMERead_d0 == 1'b1 ) && ( NVMERead_d1 == 1'b0 ) )
    		NVMERead_pulse <= 1'b1 ;
    	else
    		NVMERead_pulse <= 1'b0 ;
    	if ( resetb == 1'b1 )
    		NVMEWrite_pulse <= 1'b0 ;
    	else if ( ( NVMEWrite_d0 == 1'b1 ) && ( NVMEWrite_d1 == 1'b0 ) )
    		NVMEWrite_pulse <= 1'b1 ;
    	else
    		NVMEWrite_pulse <= 1'b0 ;				
    end
    always @ ( posedge clk_in )
    begin
    	if ( resetb == 1'b1 )
    		admin_opc <= 8'd0 ;
    	else if ( ( ( config_data == IDENTIFY_CONTROLLER ) || ( config_data == IDENTIFY_NAMESPACE_0 ) || ( config_data == IDENTIFY_NAMESPACE_1 ) ) && ( next_state == S_NVME_INIT_WRITE ) ) 
    		admin_opc <= 8'h06 ;
    	else if ( ( config_data == CREATE_IO_QUEUES_0 ) && ( next_state == S_NVME_INIT_WRITE ) )
    		admin_opc <= 8'h05 ;
    	else if ( ( config_data == CREATE_IO_QUEUES_1 ) && ( next_state == S_NVME_INIT_WRITE ) )
    		admin_opc <= 8'h01 ;
        else if ( next_state == S_GetSMARTHealth ) 
    		admin_opc <= 8'h02 ;
    	else if ( next_state == S_IsFlush ) 
    		admin_opc <= 8'h00 ;	
    	else if ( next_state == S_IsTrim )
    		admin_opc <= 8'h09 ;	
    	else if ( next_state == S_NVME_WRITE ) 
    		admin_opc <= 8'h01 ;
    	else if ( next_state == S_NVME_READ )
    		admin_opc <= 8'h02 ;		
    	else
    		admin_opc <= 8'h00 ;
    	if ( resetb == 1'b1 )
    		cid <= 16'd0 ;
    	else if ( is_io_queue )
    		cid <= io_create_queue_cnt ;
        else
            cid <= admin_create_queue_cnt ;
    	if ( resetb == 1'b1 )
    		PRP1 <= 64'd0 ;
    	else if ( ( config_data == IDENTIFY_CONTROLLER ) && ( next_state == S_NVME_INIT_WRITE ) )
    		PRP1 <= idController ;
    	else if ( ( ( config_data == IDENTIFY_NAMESPACE_0 ) || ( config_data == IDENTIFY_NAMESPACE_1 ) ) && ( next_state == S_NVME_INIT_WRITE ) ) 
    		PRP1 <= idNamespace ;
    	else if ( ( config_data == CREATE_IO_QUEUES_0 ) && ( next_state == S_NVME_INIT_WRITE ) )
    		PRP1 <= iocq ;
    	else if ( ( config_data == CREATE_IO_QUEUES_1 ) && ( next_state == S_NVME_INIT_WRITE ) )
    		PRP1 <= iosq ;	
    	else if ( next_state == S_GetSMARTHealth ) 
    	 	PRP1 <= logSMARTHealth ;
    	else if ( next_state == S_IsTrim ) 
    		PRP1 <= dsmRange ;
    	else if ( next_state == S_NVME_WRITE ) 
    		PRP1 <= WRITE_ADDR ;
    	else if ( next_state == S_NVME_READ ) 
    		PRP1 <= READ_ADDR ; 
    	else
    		PRP1 <= 64'd0 ;
    	if ( resetb == 1'b1 )
    		PRP2 <= 64'd0 ;
    	else if ( ( next_state == S_NVME_WRITE ) || ( next_state == S_NVME_READ ) )
    		PRP2 <= PRP_LIST ;
    	else
    		PRP2 <= 64'd0 ;	
    	if ( resetb == 1'b1 )
    		CDW10 <= 32'd0 ;
    	else if ( ( config_data == IDENTIFY_CONTROLLER ) && ( next_state == S_NVME_INIT_WRITE ) )
    		CDW10 <= 32'd1 ;
    	else if ( ( config_data == IDENTIFY_NAMESPACE_0 ) && ( next_state == S_NVME_INIT_WRITE ) ) 
    		CDW10 <= 32'd2 ; 
    	else if ( ( config_data == IDENTIFY_NAMESPACE_1 ) && ( next_state == S_NVME_INIT_WRITE ) )
    		CDW10 <= 32'd0 ;
    	else if ( ( ( config_data == CREATE_IO_QUEUES_0 ) || ( config_data == CREATE_IO_QUEUES_1 ) ) && ( next_state == S_NVME_INIT_WRITE ) )
    		CDW10 <= ( IO_SIZE << 16) | 32'h0000_0001; 	
    	else if ( next_state == S_GetSMARTHealth ) 
    		CDW10 <= 32'h007F0002 ;
    	else if ( next_state == S_IsTrim ) 
    		CDW10 <= 32'h00000000 ;
    	else if ( next_state == S_NVME_WRITE ) 
    		CDW10 <= WritedestLBA[31:0] ;
    	else if ( next_state == S_NVME_READ ) 
    		CDW10 <= ReadsrcLBA[31:0] ;
    	else 
    		CDW10 <= 32'd0 ;
    	if ( resetb == 1'b1 )
    		CDW11 <= 32'd0 ;
    	else if ( ( config_data == CREATE_IO_QUEUES_0 ) && ( next_state == S_NVME_INIT_WRITE ) )
    		CDW11 <= 32'h00000001 ;
    	else if ( ( config_data == CREATE_IO_QUEUES_1 ) && ( next_state == S_NVME_INIT_WRITE ) )	
    		CDW11 <= 32'h00010001 ;
    	else if ( next_state == S_IsTrim ) 
    		CDW11 <= 32'h00000004 ;
    	else if ( next_state == S_NVME_WRITE )
    		CDW11 <= WritedestLBA[63:32] ;
    	else if ( next_state == S_NVME_READ ) 
    		CDW11 <= ReadsrcLBA[63:32] ;
    	else
    		CDW11 <= 32'd0 ;
    	if ( resetb == 1'b1 )
    		CDW12 <= 32'd0 ;
    	else if ( ( next_state == S_NVME_WRITE ) || ( next_state == S_NVME_READ ) )
    		CDW12 <= numLBA - 32'd1 ;
    	else
    		CDW12 <= 32'd0 ;
    	if ( resetb == 1'b1 )
    		nsid <= 32'd0 ;
    	else if ( ( config_data == IDENTIFY_NAMESPACE_1 ) && ( next_state == S_NVME_INIT_WRITE ) )
    		nsid <= nsid_in ;    		
    	else if ( next_state == S_GetSMARTHealth )
    		nsid <= 32'hffff_ffff ;
    	else if ( next_state == S_IsTrim ) 
    		nsid <= nsid_in ;
    	else if ( next_state == S_IsFlush )
    		nsid <= nsid_in ;
    	else if ( next_state == S_NVME_WRITE ) 
    		nsid <= nsid_in ;
    	else if ( next_state == S_NVME_READ )
    		nsid <= nsid_in ;
    	else 
    		nsid <= 32'd0 ;
    end
    always @ ( posedge clk_in )	
    begin
    	if ( resetb == 1'b1 )
    		read_start <= 1'b0 ;
    	else if ( ( ( next_state == S_READ_STATUS ) || ( next_state == S_NVME_INIT_READ ) ) && ( next_state != state ) )	
    		read_start <= 1'b1 ;	
    	else if ( read_start_ack )
    		read_start <= 1'b0 ;
    	if ( resetb == 1'b1 )
    		write_start <= 1'b0 ;
    	else if ( ( ( next_state != S_READ_STATUS ) && ( next_state != S_NVME_INIT_READ ) && ( next_state != S_BLOCK_STATUS ) && ( next_state != S_WAIT ) && ( next_state != S_IDLE ) ) && ( next_state != state ) )		
    		write_start <= 1'b1 ;
    	else if ( write_start_ack )
    		write_start <= 1'b0 ;
   end
endmodule
==> ./run.sh <==
#!/bin/bash
# OpenROAD 26Q1-2900-gdf79404cd8, Yosys 0.63+post, stock flow scripts
make -C /OpenROAD-flow-scripts/flow DESIGN_CONFIG=/design/flow/config.mk WORK_HOME=/design/flow/orfs finish
==> ./config.mk <==
export PLATFORM = sky130hd
export DESIGN_NAME = nvme_control
export DESIGN_NICKNAME = nvme_control
export VERILOG_FILES = /design/flow/design.v
export SDC_FILE = /design/flow/constraint.sdc
export NUM_CORES = 4
export LEC_CHECK = 1
export CORE_AREA = 10 10 379 379
export DIE_AREA = 0 0 389 389
==> ./constraint.sdc <==
current_design nvme_control

set clk_period 14.1
set clk_io_pct 0.2

create_clock -name clk0 -period $clk_period [get_ports {clk_in}]

set non_clock_inputs [all_inputs -no_clocks]
set_input_delay [expr $clk_period * $clk_io_pct] -clock clk0 $non_clock_inputs
set_output_delay [expr $clk_period * $clk_io_pct] -clock clk0 [all_outputs]
==> results_slide.txt <==
Run Summary

Global route
  • Vias in the first global route: between 10,000 and 15,000
  • GR Util met2: 0.148
  • Gr ovfl total: 0
  • GRT busiest layer: met2
  • Met1 Use GR: 0.118
  • Largest net degree at the start of global routing: 71
  • M3 GR Usage: 0.0641
  • GRT Overall Usage: 0.0985
  • First-pass GRT wire length: roughly 100 mm
  • Initial antenna violation count: 39

Route
  • Vias after detailed routing: 11,748
  • Routed length per instance: 20.3 um
  • Drt pass-1 iters: 5
  • Final ANT Viol Nets: 0
  • # DRC: 0
  • Drt total wl: 78.1 mm
  • Vias per Instance: 3.05
  • Initial DRC count: 523

STA
  • Final Slew Violations: 0
  • Final Hold Violating Endpoints: 0
  • Min Tclk post-route: roughly 6000 ps
  • Setup tns final: 0 ps
  • Worst slew pin tran: a little under 900 ps
  • Final worst setup slack: 8090 ps
  • Relative slew slack: 0.412
  • F_max: 166 MHz
  • Unrepaired setup endpoints after global routing: no
  • Final setup viols: 0
  • Final Cycle Share: 0.426
  • Clock skew: 20.8 ps

Outcome
  • Status: finished, final reports clean

Placed design
  • HPWL after DPL: 65.1 mm
  • Pre-CTS WS: roughly 7500 ps
  • Area post-placement: about 23,000 um^2
  • Number of port buffers: 747
  • Routability Congestion: around 0.91

Setup path
  • CP required: 14,620 ps
  • Critical path type: in -> reg
  • R2R depth: 8
  • Critical path arrival: between 6000 and 7000 ps
  • Worst setup EP type: register
  • CP Max Fanout: 61
  • Crit path launch type: input pin

Logic synthesis
  • Netlist Area Pre-Place: approximately 14,000 um^2
  • Synth Seq Share: 0.539
  • FF+latch count, synth: roughly 370
  • Yosys cell types: between 60 and 70
  • Synthesized area per cell: around 11 um^2
  • Gate Count Post-Synth: 1,284
  • Cell taking the most area after synthesis: dfxtp_1
  • Synth async-reset ratio: 0
  • Yosys Instances: 1,284
  • Post-synth area hogs: dfxtp_1 (54%), buf_4 (9.7%), a22o_1 (6.9%), nor2b_1 (3.4%), xnor2_1 (3.3%)
  • Number of enable flip-flop cells: 0
  • Dominant flop cell: dfxtp_1
  • Top cell area share: 0.539
  • Yosys warnings: 1
  • Synthesis area per yosys: 13,600 um^2

Pwr
  • LEAKAGE: a little over 9 nW
  • Int Pwr: 1.98 mW
  • Psw: slightly above 0.6 mW
  • Sw Ratio: 0.235
  • Pwr dens: 107 nW/um^2
  • Combinational power share: 0.097
  • Clock share of power: 0.490
  • Reg power frac: 0.413
  • Total power: roughly 2.6 mW
  • Worst VDD drop: around 0.084 mV

Cells and area
  • Synth-to-Final Area Change: 77.4%
  • Post-Layout Inst Area: between 20,000 and 25,000 um^2
  • Share of post-route cells with drive strength above 1: 0.0593
  • Fillers: around 15,000

Run
  • Max_cap viols: 0
  • Tool warnings: roughly 89

Die
  • Core Util at FP: 0.101
  • Die X: 389 um
  • Area of the core: 135,000 um^2
  • Die height: between 300 and 400 um
  • I/O pin total: approximately 980
  • Die Size: 151,000 um^2
  • Row count: roughly 140

CTS
  • Post-CTS setup buffer count: 0
  • H-tree depth: 2
  • CTS Root Cell: clkbuf_16
  • CTS Buf Count: between 40 and 50
  • CTS tree: done
  • Post_cts resized: 0
  • Clock Latency Late Sink: around 600 ps
  • Clock Tree Buf Depth: 3
  • Clock-pin slew on the worst setup and hold paths: 60 ps
  • TritonCTS sink count: about 370
  • Hold bufs inserted after CTS: 0

Min path
  • Hold WC Path Type: reg -> reg
  • WHS Path Cells: 1
-- logic make-up after synthesis --
| family | count (synthesis) | share of synthesized area |
|---|---|---|
| flip-flops | 367 | 0.539 |
| AND/OR/NAND/NOR | 359 | 0.156 |
| buffers and inverters | 257 | 0.121 |
| AND-OR/OR-AND | 219 | 0.131 |
| XOR/XNOR | 63 | 0.0405 |
| multiplexers | 17 | 0.0126 |
| adder cells (fa/ha/maj) | 1 | 0.000917 |
| other | 1 | 0.000275 |
-- per-stage QoR --
step	cells	hold slack, ps	util
global route	3838	400	0.179
detailed placement	3750	372	0.167
floorplan	1455	367	-
finish	3846	386	0.179
global placement	3750	377	0.167
CTS	3837	388	0.179
-- state kept, by name, indices dropped and copies added (netlist names), 32 cells and up --
signal,cells
PRP1,64
PRP2,64
CDW10,32
CDW11,32
CDW12,32
config_data_d0,32
config_data_d1,32
nsid,32
-- cell usage after synthesis, types with 8 or more instances --
master and n:
and2_1 65, nor4_1 20, nor2_1 77, mux2i_1 16, nand4_1 17, nor2b_1 75, a21oi_1 20, nand2_1 20
buf_2 16, or4_1 13, dfxtp_1 367, a221o_1 18, inv_1 8, nor3_1 15, buf_4 176, clkbuf_1 52
xor2_1 11, a21o_1 34, a22o_1 108, xnor2_1 52
-- metal layers --
metal / vias to the layer above / wire, um / part of all wire
li1: 5587 / - / -
met2: 586 / 34000 / 0.44
met3: 122 / 11100 / 0.14
met1: 5409 / 30700 / 0.39
met5: - / 277 / 0.0035
met4: 44 / 2010 / 0.026
-- final cells by class --
type	count	area [um^2]	area share
clock buffers	62	1330	0.0551
clock inverters	25	307	0.0127
repair buffers	763	7590	0.314
well taps	1781	2230	0.0921
diodes	9	22.5	0.000931
inverters	8	30.0	0.00124
multi-input cells	831	5330	0.220
flip-flops and latches	367	7350	0.304
-- power by group through the flow --
| stage | Sequential [mW] | Clock, mW | Combinational (mW) |
|---|---|---|---|
| finish | 1.07 | 1.27 | 0.251 |
| global route | 1.07 | 1.35 | 0.272 |
| CTS | 1.07 | 1.32 | 0.256 |
-- path summary, 6_finish.rpt --
check	startpoint	to	slack (ps)
max	iocq_head_done	CDW10[2]	8090
min reg2reg	NVMEWrite_d1	NVMEWrite_pulse	390
min	NVMEWrite_d1	NVMEWrite_pulse	390
max reg2reg	state[10]	CDW10[2]	9800
-- cell usage in the layout, fill, tap and decap left out, drive strengths merged, types with 5 or more instances in the layout --
cell type	netlist	layout
bufinv	0	5
a22o	108	108
clkinv	0	14
nor2b	75	75
nor2	77	77
nand4b	7	7
dfxtp	367	367
clkdlybuf4s50	0	746
inv	8	11
nor3	18	18
xor2	11	11
a21o	34	34
mux2i	16	16
buf	197	17
nor4b	5	5
conb	1	172
nand2	20	20
a221o	18	18
or4	14	14
nand3b	5	5
clkbuf	52	62
diode	0	9
or3	7	7
or2	6	6
and2	66	66
nor4	24	24
xnor2	52	52
a21oi	20	20
nor3b	7	7
o21ai	8	8
nand4	17	17
-- critical path, cell delays in order --
cell and delay, ps:
clkdlybuf4s50_1 450, nand2_1 130, nand3b_1 160, o41ai_2 340, a31oi_1 310, nor2_4 620, buf_4 690, buf_4 580
a22o_1 270
Power and IR drop assume default switching activity.
